$ cat design/flow/run.sh
#!/bin/bash
# OpenROAD 26Q1-2900-gdf79404cd8, Yosys 0.63+post, stock flow scripts
make -C /OpenROAD-flow-scripts/flow DESIGN_CONFIG=/design/flow/config.mk WORK_HOME=/design/flow/orfs finish
$ cat design/flow/config.mk
export PLATFORM = sky130hd
export DESIGN_NAME = one_Pulser
export DESIGN_NICKNAME = one_Pulser
export VERILOG_FILES = /design/flow/design.v
export SDC_FILE = /design/flow/constraint.sdc
export NUM_CORES = 4
export LEC_CHECK = 1
export CORE_AREA = 10 10 70 70
export DIE_AREA = 0 0 80 80
$ cat design/flow/constraint.sdc
current_design one_Pulser

set clk_period 1.0
set clk_io_pct 0.2

create_clock -name clk0 -period $clk_period [get_ports {clk}]

set non_clock_inputs [all_inputs -no_clocks]
set_input_delay [expr $clk_period * $clk_io_pct] -clock clk0 $non_clock_inputs
set_output_delay [expr $clk_period * $clk_io_pct] -clock clk0 [all_outputs]
$ cat design/flow/design.v
`timescale 1ns/1ns
module one_Pulser(input clk, input rst, input clk_PB, output reg clk_EN);
	localparam A = 2'b00;
    localparam B = 2'b01;
    localparam C = 2'b10;
	reg [1:0] ps, ns;
	always@(posedge clk, posedge rst)begin
		if(rst)
			ps <= A;
		else
			ps <= ns;
	end
	always@(*)begin
		case (ps)
			A: begin
				if(clk_PB)
					ns <= B;
				else
					ns <= A;
			end
			B: begin
				ns <= C;
			end
			C:begin
				if(clk_PB)
					ns <= C;
				else
					ns <= A;
			end
		endcase	
	end
	always@(*)begin
		clk_EN = 0;
		case (ps)
			B:
			clk_EN = 1; 
		endcase
	end
endmodule
==> flow_summary.toml <==
# yosys + openroad results
[power_and_ir_drop]
p_sw_mw = 0.04728
sequentialPowerShare = 0.304
vdd_drop_max_uv = 210.7
comb_power_share = 0.043
intPower_mw = 0.2225
p_sw_frac = 0.1753
p_clk_frac = 0.652
p_per_area_nw_per_um2 = 929.3
p_leak_nw = 0.1336

[detailed_routing]
drc = 0
drt_pass1_iterations = 1
diodes = 0
drt-initial-drc-count = 0
post_drt_wl_per_cell_um = 4.743
via_count = 111
antenna_left = 0
vias_per_cell = 1.586
drt-total-wl_um = 332

[floorplan]
coreArea_sq_um = 3416
fp_util = 0.04249
die_h_um = 80
io_pins = 4
fp-row-count = 21
dieArea_sq_um = 6400
die_w_um = 80

[flow_run]
openroad.warnings = 29
drv_cap = 0

[clock_network]
cts_tree = "yes"
htreeDepth = 1
cts.clk_slew.worst_paths_ps = 30
numCtsBuffers = 3
cts-root-buf = "clkbuf_4"
clk_path_buf_depth = 2
hold_buffers = 0

[placement]
dp.cells = 65
dp_slack_ps = -265.6
place_hpwl_um = 263
gp_congestion = 0.5977
portBuffers = 3

[final_timing]
final-setup-viol-count = 1
max-slew-margin-rel = 0.9178
unclocked_pins = 2
clock.fmax_ghz = 0.9138
slew_viol_final = 0
setup_ws_ps = -94.29
rsz0062_at_grt = "yes"
worstMarginPinSlew_ps = 123.4
min_period_ps = 1094
hold_violations = 0
untimed_endpoints = 4
fin_crit_sh = 1.094

[yosys]
yosys_area_sq_um = 145.1
yosys_warnings = 1
syn_area_sq_um = 145.1
avgSynthCellArea_sq_um = 11.16
synth_cell_types = 7
syn_inst = 13
ys_cells = 13
numSynthFlops = 4

[setup_path]
critPathMaxStageDelay_ps = 360
arrival_ps = 890
required_ps = 800
cp_cell_sequence = "inv_1 > ha_2 > buf_2"
critPathLaunchType = "flip-flop"
worst-setup-path-type = "reg2out"
slowest_stage = "dfrtp_1"
cp_max_fo = 2
cp-end-kind = "primary output"

[hold_path]
holdCritPathClass = "in2async"

[finish]
fillers = 405
stdcell_count = 70
layout_top_cells = "buf_4, inv_1, clkbuf_4"
syn2layout_area_growth_pct = 100.0
layout_top_cell = "buf_4"
drive_gt1_frac = 0.4583

[run_status]
violations = "setup timing"
status = "finished with violations"

[global_route]
overflow = 0
grt_first_pass_wirelength_um = 496
grt_pass1_vias = 131
grt_util_all_layers = 0.01043
grt_max_degree = 3
antenna_found_initial = 0
==> worst paths after layout <==
kind,startpoint,end,cells after the start
worst max-delay path,ps[1],clk_EN,3
worst min-delay path,rst,ps[1],2
max in group asynchronous,rst,ps[0],2
min in group clk0,ps[0],clk_EN,2
==> power groups by stage <==
stage         combinational (mW)  clock [mW]  sequential, mW
finish                    0.0117       0.176          0.0821
global route              0.0129       0.191          0.0820
CTS                       0.0119       0.191          0.0820
==> through the flow <==
| stage | setup TNS [ps] | power, mW | instance area [sq um] | utilization | hold WS, ps |
|---|---|---|---|---|---|
| 3_3_place_gp | -255.9 | 0.09430 | 255.2 | 0.07473 | 368.3 |
| 4_1_cts | -124.3 | 0.2848 | 290.3 | 0.08498 | 138.8 |
| 6_report | -94.29 | 0.2698 | 290.3 | 0.08498 | 144.8 |
| 5_1_grt | -142.9 | 0.2857 | 290.3 | 0.08498 | 159.8 |
| 2_1_floorplan | 0 | 0.08571 | 145.1 | - | -58.82 |
| 3_5_place_dp | -265.6 | 0.09454 | 255.2 | 0.07473 | 374.4 |
==> what timing repair did <==
action                                 in CTS  in global routing
pin swaps                                   0                  0
resized                                     4                  0
setup buffers                               2                  0
endpoints found under the hold margin       0                  0
setup endpoints to repair                   1                  1
==> cells in the mapped netlist <==
master   instances  area share
a21oi_1          1       0.034
and2_2           1       0.052
dfrtp_1          2        0.34
dlxtn_1          2        0.21
ha_1             3        0.26
inv_1            3       0.078
nor2_1           1       0.026
==> state kept, by name, indices dropped and copies added (netlist names) <==
signal	count
ns	2
ps	2
==> cell type report <==
type | instances | area (sq um) | share of cell area
Clock buffer | 3 | 22.52 | 0.07759
Inverter | 3 | 11.26 | 0.03879
Timing Repair Buffer | 8 | 62.56 | 0.2155
Sequential cell | 4 | 80.08 | 0.2759
Tap cell | 46 | 57.56 | 0.1983
Multi-Input combinational cell | 6 | 56.30 | 0.1940
==> cells by family after synthesis <==
kind of cell | count (synthesis) | synth area share
compound gates | 1 | 0.03445
fa+ha+maj | 3 | 0.2586
buf+inv | 3 | 0.07758
flops | 2 | 0.3448
latches | 2 | 0.2069
simple gates | 2 | 0.07758
==> metal layers <==
layer / vias up / global-route usage / share of wire
met3: 0 / 0.006818 / 0.069
met2: 3 / 0.01204 / 0.39
met5: - / 0 / 0
met4: 0 / 0.005282 / 0
li1: 61 / - / -
met1: 47 / 0.01400 / 0.54
==> critical path, delay by kind of cell (launching register included) <==
family	cells	cell delay (ps)
adders and majority gates	1	160
buffers and inverters	2	150
DFF	1	360
Power figures rest on the tool's default switching activity, not on a simulated workload.
